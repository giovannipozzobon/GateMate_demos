### flow/run.sh
#!/bin/bash
# OpenROAD 26Q1-2900-gdf79404cd8, Yosys 0.63+post, stock flow scripts
make -C /OpenROAD-flow-scripts/flow DESIGN_CONFIG=/design/flow/config.mk WORK_HOME=/design/flow/orfs finish
### flow/config.mk
export PLATFORM = sky130hd
export DESIGN_NAME = ps2keyboard
export DESIGN_NICKNAME = ps2keyboard
export VERILOG_FILES = /design/flow/design.v
export SDC_FILE = /design/flow/constraint.sdc
export NUM_CORES = 4
export LEC_CHECK = 1
export CORE_UTILIZATION = 30
### flow/constraint.sdc
current_design ps2keyboard

set clk_period 3.7
set clk_io_pct 0.2

create_clock -name clk0 -period $clk_period [get_ports {clk25}]

set non_clock_inputs [all_inputs -no_clocks]
set_input_delay [expr $clk_period * $clk_io_pct] -clock clk0 $non_clock_inputs
set_output_delay [expr $clk_period * $clk_io_pct] -clock clk0 [all_outputs]
### flow/design.v
module debounce(
    input       clk25,       
    input       rst,         
    input       sig_in,      
    output reg  sig_out      
);
wire clk_enb;        
reg [5:0] clk_div;   
reg sig_ff1;         
reg sig_ff2;         
assign clk_enb = (clk_div == 6'd0);
always @(posedge clk25 or posedge rst)
begin
    if (rst)
        clk_div <= 6'd0;
    else
        clk_div <= clk_div + 6'd1;
end
always @(posedge clk25 or posedge rst)
begin
    if (rst)
    begin
        sig_out <= 1'b0;
        sig_ff1 <= 1'b0;
        sig_ff2 <= 1'b0;
    end
    else if (clk_enb)
    begin
        sig_ff1 <= sig_in;
        sig_ff2 <= sig_ff1;
        if ((sig_ff1 ^ sig_ff2) == 1'd0)
        begin
            sig_out <= sig_ff2;
        end
    end
end
endmodule
module ps2keyboard (
    input       clk25,       
    input       rst,         
    input       key_clk,     
    input       key_din,     
    input       cs,          
    input       address,     
    output reg [7:0] dout    
);
    reg [3:0]  rxcnt;        
    reg [10:0] rxshiftbuf;   
    reg rx_flag = 0;         
    reg [7:0]  rx;           
    wire ps2_clkdb;          
    reg  prev_ps2_clkdb;     
    reg [7:0]  ascii;        
    reg ascii_rdy;           
    reg shift;               
    reg [2:0] cur_state;
    reg [2:0] next_state;
    debounce ps2clk_debounce
    (
        .clk25(clk25),
        .rst(rst),
        .sig_in(key_clk),
        .sig_out(ps2_clkdb)
    );
    always @(posedge clk25)
    begin
        if (rst)
        begin
            prev_ps2_clkdb <= 1'b0;
            rx_flag        <= 1'b0;
        end
        else
        begin
            rx_flag <= 1'b0;   
            if ((prev_ps2_clkdb == 1'b1) && (ps2_clkdb == 1'b0))
            begin
                rxshiftbuf <= {key_din, rxshiftbuf[10:1]};
                rxcnt <= rxcnt + 4'b1;
                if (rxcnt == 4'd10)
                begin
                    rxcnt <= 0;
                    rx_flag <= 1'b1;
                end
            end
            prev_ps2_clkdb <= ps2_clkdb;            
        end
    end
    localparam S_KEYNORMAL  = 3'b000;
    localparam S_KEYF0      = 3'b001;    
    localparam S_KEYE0      = 3'b010;    
    localparam S_KEYE0F0    = 3'b011;    
    always @(posedge clk25)
    begin
        if (rst)
        begin
            rx          <= 0;
            ascii_rdy   <= 0;
            shift       <= 0;
            cur_state   <= S_KEYNORMAL;
        end
        else
        begin
            if (cs == 1'b1)
            begin
                if (address == 1'b0)
                begin
                    dout <= {1'b1, ascii[6:0]};
                    ascii_rdy <= 1'b0;
                end
                else
                begin
                    dout <= {ascii_rdy, 7'b0};
                end
            end
            if (rx_flag == 1'b1)
            begin                
                rx <= rxshiftbuf[8:1];
                case(cur_state)
                    S_KEYNORMAL:
                        begin
                            if (rx == 8'hF0)
                                next_state = S_KEYF0;
                            else if (rx == 8'hE0)
                                next_state = S_KEYE0;
                            else
                            begin
                                    ascii_rdy <= 1'b1;   
                                if ((rx == 8'h59) || (rx == 8'h12))
                                begin
                                    shift <= 1'b1;
                                    ascii_rdy <= 1'b0;   
                                end                            
                                else begin
                                    if (!shift)
                                        case(rx)
                                            8'h1C:  ascii <= "A";
                                            8'h32:  ascii <= "B";
                                            8'h21:  ascii <= "C";
                                            8'h23:  ascii <= "D";
                                            8'h24:  ascii <= "E";
                                            8'h2B:  ascii <= "F";
                                            8'h34:  ascii <= "G";
                                            8'h33:  ascii <= "H";
                                            8'h43:  ascii <= "I";
                                            8'h3B:  ascii <= "J";
                                            8'h42:  ascii <= "K";
                                            8'h4B:  ascii <= "L";
                                            8'h3A:  ascii <= "M";
                                            8'h31:  ascii <= "N";
                                            8'h44:  ascii <= "O";
                                            8'h4D:  ascii <= "P";
                                            8'h15:  ascii <= "Q";
                                            8'h2D:  ascii <= "R";
                                            8'h1B:  ascii <= "S";
                                            8'h2C:  ascii <= "T";
                                            8'h3C:  ascii <= "U";
                                            8'h2A:  ascii <= "V";
                                            8'h1D:  ascii <= "W";
                                            8'h22:  ascii <= "X";
                                            8'h35:  ascii <= "Y";
                                            8'h1A:  ascii <= "Z";
                                            8'h45:  ascii <= "0";
                                            8'h16:  ascii <= "1";
                                            8'h1E:  ascii <= "2";
                                            8'h26:  ascii <= "3";
                                            8'h25:  ascii <= "4";
                                            8'h2E:  ascii <= "5";
                                            8'h36:  ascii <= "6";
                                            8'h3D:  ascii <= "7";
                                            8'h3E:  ascii <= "8";
                                            8'h46:  ascii <= "9";
                                            8'h4E:  ascii <= "-";
                                            8'h55:  ascii <= "=";
                                            8'h5D:  ascii <= 8'h34;      
                                            8'h66:  ascii <= "_";       
                                            8'h29:  ascii <= " ";
                                            8'h5A:  ascii <= 8'd13;      
                                            8'h54:  ascii <= "[";
                                            8'h5B:  ascii <= "]";
                                            8'h4C:  ascii <= ";";
                                            8'h52:  ascii <= "'";
                                            8'h41:  ascii <= ",";
                                            8'h49:  ascii <= ".";
                                            8'h4A:  ascii <= "/";
                                        endcase
                                    else
                                        case(rx)
                                            8'h1C:  ascii <= "A";
                                            8'h32:  ascii <= "B";
                                            8'h21:  ascii <= "C";
                                            8'h23:  ascii <= "D";
                                            8'h24:  ascii <= "E";
                                            8'h2B:  ascii <= "F";
                                            8'h34:  ascii <= "G";
                                            8'h33:  ascii <= "H";
                                            8'h43:  ascii <= "I";
                                            8'h3B:  ascii <= "J";
                                            8'h42:  ascii <= "K";
                                            8'h4B:  ascii <= "L";
                                            8'h3A:  ascii <= "M";
                                            8'h31:  ascii <= "N";
                                            8'h44:  ascii <= "O";
                                            8'h4D:  ascii <= "P";
                                            8'h15:  ascii <= "Q";
                                            8'h2D:  ascii <= "R";
                                            8'h1B:  ascii <= "S";
                                            8'h2C:  ascii <= "T";
                                            8'h3C:  ascii <= "U";
                                            8'h2A:  ascii <= "V";
                                            8'h1D:  ascii <= "W";
                                            8'h22:  ascii <= "X";
                                            8'h35:  ascii <= "Y";
                                            8'h1A:  ascii <= "Z";
                                            8'h45:  ascii <= ")";
                                            8'h16:  ascii <= "!";
                                            8'h1E:  ascii <= "@";
                                            8'h26:  ascii <= "#";
                                            8'h25:  ascii <= "$";
                                            8'h2E:  ascii <= "%";
                                            8'h36:  ascii <= "^";
                                            8'h3D:  ascii <= "&";
                                            8'h3E:  ascii <= "*";
                                            8'h46:  ascii <= "(";
                                            8'h4E:  ascii <= "_";
                                            8'h55:  ascii <= "+";
                                            8'h5D:  ascii <= "|";
                                            8'h66:  ascii <= "_";       
                                            8'h29:  ascii <= " ";
                                            8'h5A:  ascii <= 8'd13;      
                                            8'h54:  ascii <= "{";
                                            8'h5B:  ascii <= "}";
                                            8'h4C:  ascii <= ":";
                                            8'h52:  ascii <= "\"";
                                            8'h41:  ascii <= "<";
                                            8'h49:  ascii <= ">";
                                            8'h4A:  ascii <= "?";
                                        endcase
                                end
                            end
                        end
                    S_KEYF0:
                        begin
                            if ((rx == 8'h59) || (rx == 8'h12))
                                shift <= 1'b0;
                            next_state = S_KEYNORMAL;
                        end
                    S_KEYE0:
                        begin
                            if (rx == 8'hF0)
                                next_state = S_KEYE0F0;
                            else
                                next_state = S_KEYNORMAL;
                        end
                    S_KEYE0F0:
                        begin
                            next_state = S_KEYNORMAL;
                        end
                    default:
                        begin
                            next_state = S_KEYNORMAL;
                        end
                endcase
            end
            else
            begin
                next_state = cur_state;  
            end
            cur_state <= next_state;
        end
    end
endmodule
==> Slide: Implementation Results <==
Synthesis and Place & Route Summary

Worst hold path
  • Worst Hold Class: register to register

Status
  • Status: finished, final reports clean

Floorplan
  • Initial core utilization: a little under a third
  • Io pins: 14
  • Die area: roughly 13,000 um^2
  • Site row count: about 40
  • Chip Width: about 110 um
  • Core ar.: about 12,000 um^2
  • Die Y: ~110 um

Cells and area
  • Top cells excl fill/tap: 35 x nor2_1, 32 x edfxtp_1, 27 x nand2_1, 24 x nand3_1, 22 x a21oi_1
  • Final Cell Area: between 4000 and 5000 um^2
  • Area growth, synth to finish: 10.5%
  • Fill cells: roughly 1,200
  • Comb gate area: a little under 2000 um^2
  • Final design utilization: between 30% and 40%
  • Share of cells above drive strength 1: between 10% and 20%
  • Register Area: ~1500 um^2
  • Most frequent logic cell in the layout: nor2_1
  • Final Non-Filler Cells: roughly 560

Drt
  • 1st-pass router iterations: 5
  • # DRC: 0
  • Final wirelength: around 9200 um
  • Via density: 5.62
  • Ant diodes: 0
  • Iter 0 DRT Violations: about 420
  • WL per Instance: around 17 um
  • Detailed-route via count: 3,141
  • Final ANT Viol Nets: 0

Final timing
  • Fmax achieved: around 0.36 GHz
  • Actual slew at the worst max-slew pin: 802 ps
  • Hold Vio Cnt, Final: 0
  • Min Tclk post-route: about 2800 ps
  • Max-slew headroom: a little under half
  • Final setup viols: 0
  • Slew Viols, Final: 0
  • Setup Skew: approximately 7.8 ps
  • RSZ-0062 raised after global routing: no
  • Cycle use final: between 70 and 80%
  • Setup TNS: 0 ps

Setup path
  • CP max stage cell: dfxtp_1
  • CP max FO: 14
  • Crit-path cells: buf_4 -> nand4bb_1 -> o32a_1 -> nand2_1 -> nor4_1 -> and3_1 -> a31oi_1 -> buf_4
  • CP peak stage delay: approximately 680 ps
  • Worst path arrival time: about 2800 ps
  • Largest delay contributor family on the critical path: simple AND/OR/NAND/NOR gates
  • Required time of the critical path: roughly 3700 ps
  • Crit path capture type: register
  • CP Launch Type: register
  • Worst Path Buf+Inv: 2
  • CP Class: register to register
  • Most repeated library cell on the critical path: buf_4

Logic synthesis
  • Ys Warns: 2
  • Distinct cells, synth: 75
  • Yosys stat chip area: between 3000 and 4000 um^2
  • EDFF count, synth: 32
  • Mapped Cells: 393
  • Ys async rst share: 16.1%
  • Register area share after synthesis: between 40% and 50%
  • Ys flop type: edfxtp_1
  • Ys cells: between 300 and 400
  • Syn avg cell area: 9.45 um^2
  • Flops & latches, synth: 56
  • Post-Synthesis Cell Area: between 3000 and 4000 um^2

Clock network
  • Root buf cell: clkbuf_16
  • Late-Pin Clk Latency: 290 ps
  • Cts hold-fix bufs: 0
  • Clock Pin Slew Worst Setup and Hold Paths: roughly 70 ps
  • Clock sink total: between 50 and 60
  • Clock Path Buffers: 2
  • # H-tree levels: 2
  • CTS tree: built
  • Setup bufs post-CTS: 0
  • Resized cells post-CTS: 0
  • Num CTS Buffers: 5

Global route
  • First-pass GRT wire length: between 10,000 and 15,000 um
  • Largest net degree at the start of global routing: 28
  • Initial antenna violation count: 0
  • Total grt overflow: 0
  • Global Route Usage Sum: between 10% and 20%
  • Vias in the first global route: roughly 2,700

Pwr
  • Pwr per Cell Area: 298 nW/um^2
  • Maximum VDD drop: about 0.18 mV
  • Pleak: ~0.0013 uW

Placement
  • Number of placed instances with taps included: 551
  • Placer Congestion: 0.980
  • IO buf count: 13
  • DP HPWL: ~6600 um
  • Placed cell area: 3930 um^2

Run
  • Tool warning count: 27
  • Max-Cap Viols: 0
## cells in the mapped netlist (10+ instances only)
cell / number / area, um^2
nand2_1: 27 / 101
nor2b_1: 17 / 106
buf_6: 10 / 113
edfxtp_1: 32 / 961
dfxtp_1: 15 / 300
buf_2: 12 / 60.1
nand3_1: 24 / 120
nor2_1: 35 / 131
o21ai_0: 12 / 60.1
nand2b_1: 13 / 81.3
a21oi_1: 22 / 110
mux2i_1: 11 / 110
## flip-flops by register name, indices dropped and copies added, names as in the netlist
register	flops
next_state	3
rxcnt	4
ps2clk_debounce.sig_ff1	1
ascii_rdy	1
rx	8
prev_ps2_clkdb	1
ps2clk_debounce.sig_ff2	1
ascii	7
rx_flag	1
ps2clk_debounce.clk_div	6
cur_state	3
ps2clk_debounce.sig_out	1
dout	8
shift	1
rxshiftbuf	10
## cell type report
class	instances	share of cell area (%)
clock buffer	8	4.36
inverter	11	1.01
multi-input combinational	290	47.7
sequential	56	36.2
tap	168	5.12
timing repair buffer	26	5.55
## power by group
| group | internal (uW) | switching (uW) | total (uW) | leakage, uW |
|---|---|---|---|---|
| Clock | 334 | 205 | 539 | 0.0000874 |
| Combinational | 12.1 | 10.2 | 22.2 | 0.000662 |
| Sequential | 660 | 1.39 | 661 | 0.000540 |
| Total | 1010 | 217 | 1220 | 0.00129 |
## worst reg2reg max path, stage by stage (launching register included)
cell and delay [ps]:
dfxtp_1 680, buf_4 320, nand4bb_1 300, o32a_1 430
nand2_1 160, nor4_1 100, and3_1 210, a31oi_1 170
buf_4 170
## per-layer routing
layer	wire, um	GRT usage (%)	up-vias
met5	0	0	-
met4	287	3.77	0
met3	731	2.13	33
met2	3910	20.9	172
met1	4320	24.3	1469
li1	-	-	1467
## cells by family (layout without fill, tap and decap cells)
group           count (synthesis)  after routing  share of synthesized area (%)
mux                            14             14                           3.87
compound gates                 91             91                           17.5
xor+xnor                        9              9                           2.63
fa+ha+maj                       4              4                           1.35
flops                          56             56                           40.0
simple gates                  172            172                           27.3
buf+inv                        47             45                           7.38
## metrics by stage
| stage | hold WS, ps | power, uW | worst slack [ps] |
|---|---|---|---|
| after floorplan | 400 | 682 | 1250 |
| after global placement | 401 | 697 | 834 |
| after detailed placement | 405 | 698 | 941 |
| after CTS | 420 | 1230 | 912 |
| after global routing | 425 | 1260 | 768 |
| final | 420 | 1220 | 884 |
## final timing paths
kind	startpoint	to	slack (ps)	cells after the start
worst min-delay path	rxshiftbuf[9]	rxshiftbuf[8]	420	0
min in group asynchronous	rst	ps2clk_debounce.clk_div[4]	1160	3
worst max register to register	rx[4]	ascii[5]	880	8
worst max-delay path	rx[4]	ascii[5]	880	8
worst min register to register	rxshiftbuf[9]	rxshiftbuf[8]	420	0
max in group asynchronous	rst	ps2clk_debounce.sig_ff1	2220	3
Power and IR drop assume default switching activity.
