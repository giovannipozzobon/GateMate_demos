==> /design/flow/design.v <==
`default_nettype none
module blink_led (
	input wire clk_i,
	output wire o_led
);
reg [31:0] cnt = 0;
always @(posedge clk_i) 
  begin
    cnt <= cnt + 1;
  end
assign o_led = cnt[24];
endmodule
==> /design/flow/run.sh <==
#!/bin/bash
# OpenROAD 26Q1-2900-gdf79404cd8, Yosys 0.63+post, stock flow scripts
make -C /OpenROAD-flow-scripts/flow DESIGN_CONFIG=/design/flow/config.mk WORK_HOME=/design/flow/orfs finish
==> /design/flow/config.mk <==
export PLATFORM = sky130hd
export DESIGN_NAME = blink_led
export DESIGN_NICKNAME = blink_led
export VERILOG_FILES = /design/flow/design.v
export SDC_FILE = /design/flow/constraint.sdc
export NUM_CORES = 4
export LEC_CHECK = 1
export CORE_AREA = 10 10 90 90
export DIE_AREA = 0 0 100 100
==> /design/flow/constraint.sdc <==
current_design blink_led

set clk_period 5.8
set clk_io_pct 0.2

create_clock -name clk0 -period $clk_period [get_ports {clk_i}]

set non_clock_inputs [all_inputs -no_clocks]
set_input_delay [expr $clk_period * $clk_io_pct] -clock clk0 $non_clock_inputs
set_output_delay [expr $clk_period * $clk_io_pct] -clock clk0 [all_outputs]
==> impl_metrics.toml <==
# generated from flow reports
[finish]
largest_reg_flops = 25
top_regs = "cnt x25"
final_util_pct = 17.7
top_register = "cnt"
syn_to_final_growth_pct = 15.3
drive_gt1_share_pct = 7.45
fin_area_um2 = 1110

[drt]
antenna_cells = 0
drc = 0
finalWirelength_mm = 1.25
dr.pass1.iters = 2
vias = 584
ant_nets = 0
wl_per_cell_um = 7.30
routed_via_density = 3.42
drtIter0Drc = 50

[logic_synthesis]
yosys_register_bits = 25
synth_cells = 90
ys_seq_share_pct = 51.9
edf_count = 0
synth_top_area_share_pct = 51.9
async_reset_ff_share_pct = 0
synth_top_cell_by_area = "dfxtp_1"
yosys_cells = 90
syn_area_um2 = 963
ys_area_um2 = 963
ys_types = 18
avgSynthCellArea_um2 = 10.7
yosys_warnings = 1
top_cells_by_area = "dfxtp_1 52%, xor2_1 13%, xnor2_1 8.2%"
synth_top_flop_cell = "dfxtp_1"

[die]
pin_count = 2
die_area_um2 = 10000
initCoreUtil_pct = 15.3
die_y_um = 100
rows = 29
core_um2 = 6280
die_w_um = 100

[global_routing]
track_usage_pct = 2.67
grt_pass1_vias = 531
antenna_found_initial = 0
grt_pass1_wl_mm = 2.33
grt_max_degree = 15
grt_overflow_total = 0

[critical_path]
cp_top_family = "buffers and inverters"
required_ns = 4.64
crit_chain = "clkdlybuf4s50_1"
r2r_setup_slack_ns = 4.14
endpoint_kind = "output port"
crit_type = "flop to output port"
crit_arrival_ns = 1.08
r2r-end = "cnt[20]"
reg2reg_from = "cnt[0]"
critPathMaxStageDelay_ns = 0.47
reg2reg_depth = 5
slowest_stage = "clkdlybuf4s50_1"
start_kind = "flop"
cp-startpoint = "cnt[24]"
path_max_fanout = 2
path_buffers = 1

[worst_hold_path]
hold_end = "cnt[0]"
hold_depth = 1
hold_path_class = "flop to flop"
hp-start = "cnt[0]"

[pwr]
p_leak_uw = 0.000456
power.density_nw_per_um2 = 244
vdd_drop_max_mv = 0.140
finalPower_uw = 271

[clocking]
hold_buffers = 0
cts_buffer_depth = 2
htreeDepth = 1
cts_buffers = 3
post_cts_buffers = 0
worstSkewPairLatency_ns = 0.26
clock-sinks = 25
cts-root-buf = "clkbuf_8"
postCtsResizedCells = 0
path_clk_slew_ns = 0.09
cts_tree = "yes"

[place]
port_buffers = 1
place_congestion = 0.750
dpl.hpwl_um = 886
placed_area_um2 = 1060

[flow_run]
warnings = 25
maxCapViolations = 0

[timing]
finClkSkew_ns = 0.00588
relSlewSlack_pct = 67.8
drv_slew = 0
tns_ns = 0
max_clock_freq_ghz = 0.446
finalClockPeriodUsage_pct = 38.7
period_minus_slack_ns = 2.24
worst_pin_slew_ns = 0.480
rsz0062_at_grt = "no"
finalSetupViolCount = 0
final-hold-violation-count = 0

[run_status]
status = "completed"
## metrics by stage
stage               worst slack (ns)  cells  hold WS, ns
floorplan                       4.34     90        0.371
global placement                3.85    167        0.381
detailed placement              3.84    167        0.388
CTS                             3.53    171        0.408
global route                    3.52    171        0.431
finish                          3.56    171        0.406
## worst reg2reg max path, stage by stage (launching register included)
cell       delay [ns]
dfxtp_1          0.36
ha_1             0.21
nand2_1          0.11
nand4bb_1        0.40
nor4_4           0.37
xor2_1           0.15
## where the power goes
part | internal, uW | switching, uW
clock network | 47.9 | 52.0
logic | 0 | 0
registers | 171 | 0
total | 219 | 52.0
## cell type report
class                      instances  area (um2)
clock buffer                       3        41.3
clock inverter                     1        5.00
fill                             676        5170
inverter                           1        3.75
multi-input combinational         63         454
sequential                        25         500
tap                               77        96.3
timing repair buffer               1        10.0
## worst max path at each step
| stage | slack [ns] | cells after the start | endpoint |
|---|---|---|---|
| finish | 3.56 | 1 | o_led |
| CTS | 3.53 | 1 | o_led |
| global route | 3.52 | 1 | o_led |
## cell families (layout without fill, tap and decap cells)
group                      after synthesis  in the layout  share of synthesized area, %
and+or+nand+nor                         39             39                          24.9
adders and majority gates                1              1                          1.30
DFF                                     25             25                          51.9
buffers and inverters                    2              6                         0.908
xor gates and xnor gates                23             23                          20.9
## cells in the final DEF, fill, tap and decap left out, drive strengths merged
cell type,count
and3,7
xor2,14
nand3,7
nand2,6
nand4,5
ha,1
inv,1
nand4bb,1
xnor2,9
dfxtp,25
and4,2
nor2,5
nor3,4
clkbuf,3
nor4,1
nand3b,1
clkdlybuf4s50,1
clkinv,1
## Yosys cell counts (2+ instances only)
cell,instances
nand3_1,7
xnor2_1,9
nor3_1,3
nor2_1,5
and4_1,2
dfxtp_1,25
and3_1,7
xor2_1,14
nand4_1,4
nand2_1,6
## metal layers
metal  vias up  share of wire, %  GRT usage, %
met4         0              0.32         0.217
met2         4                41          3.48
met1       261                55          4.12
li1        317                 -             -
met3         2               4.2          1.11
met5         -                 0             0
No activity file was given, so power comes from the tool's default toggle rates.
